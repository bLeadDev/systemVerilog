## ./design.v

```verilog
module C5G_sevenseg(
	input 		     [9:0]		SW,
	output		     [6:0]		HEX0,
	output		     [6:0]		HEX1,
	output		     [6:0]		HEX2,
	output		     [6:0]		HEX3
);
sevenseg 		sevenseg_u0
(
	.bin_i 			(SW [3:0]),		 
	.hex_o 			(),				 
	.hexn_o			(HEX0)			 
);
sevenseg 		sevenseg_u1
(
	.bin_i 			(SW [7:4]),		 
	.hex_o 			(),				 
	.hexn_o			(HEX1)			 
);
assign HEX2 = '1;	 
assign HEX3 = '1;	 
endmodule
module sevenseg (
    input           logic [3:0] bin_i ,
    output          logic [6:0] hex_o ,
    output          logic [6:0] hexn_o 
);
logic [6:0] hex_state;
always_comb begin : sevenseg_logic
    case (bin_i) 
        4'h0: hex_state = 7'b011_1111;
        4'h1: hex_state = 7'b000_0110;
        4'h2: hex_state = 7'b101_1011;
        4'h3: hex_state = 7'b100_1111;
        4'h4: hex_state = 7'b110_0110;
        4'h5: hex_state = 7'b110_1101;
        4'h6: hex_state = 7'b111_1101;
        4'h7: hex_state = 7'b000_0111;
        4'h8: hex_state = 7'b111_1111;
        4'h9: hex_state = 7'b110_1111;
        4'hA: hex_state = 7'b111_0111;
        4'hB: hex_state = 7'b111_1100;
        4'hC: hex_state = 7'b011_1001;
        4'hD: hex_state = 7'b101_1110;
        4'hE: hex_state = 7'b111_1001;
        4'hF: hex_state = 7'b111_0001;
        default: hex_state = 7'h0;
    endcase
    hex_o = hex_state;  
    hexn_o = ~hex_state;
end : sevenseg_logic
endmodule
```

## ./run.sh

```bash
#!/bin/bash
# OpenROAD 26Q1-2900-gdf79404cd8, Yosys 0.63+post, stock flow scripts
make -C /OpenROAD-flow-scripts/flow DESIGN_CONFIG=/design/flow/config.mk WORK_HOME=/design/flow/orfs finish
```

## ./config.mk

```make
export PLATFORM = sky130hd
export DESIGN_NAME = C5G_sevenseg
export DESIGN_NICKNAME = C5G_sevenseg
export VERILOG_FILES = /design/flow/design.v
export SDC_FILE = /design/flow/constraint.sdc
export NUM_CORES = 4
export LEC_CHECK = 1
export CORE_AREA = 10 10 70 70
export DIE_AREA = 0 0 80 80
```

## ./constraint.sdc

```tcl
current_design C5G_sevenseg

set clk_period 1.3
set clk_io_pct 0.2

create_clock -name clk0 -period $clk_period

set non_clock_inputs [all_inputs -no_clocks]
set_input_delay [expr $clk_period * $clk_io_pct] -clock clk0 $non_clock_inputs
set_output_delay [expr $clk_period * $clk_io_pct] -clock clk0 [all_outputs]
```

==> run_summary.xml <==
<?xml version="1.0" encoding="UTF-8"?>
<metrics>
  <group name="outcome">
    <metric name="run_status" unit="">finished with violations</metric>
    <metric name="violations" unit="">negative setup slack</metric>
  </group>
  <group name="sta">
    <metric name="grt_setup_unrepaired" unit="">true</metric>
    <metric name="fmax" unit="MHz">671</metric>
    <metric name="clock_period_minus_worst_slack" unit="ps">1490</metric>
    <metric name="final_hold_viol_count" unit="">0</metric>
    <metric name="final_max_slew_viol_count" unit="">0</metric>
    <metric name="fin_crit_sh" unit="">1.15</metric>
    <metric name="timing.final.ws_setup" unit="ps">-190</metric>
    <metric name="setup_violations" unit="">7</metric>
  </group>
  <group name="layout">
    <metric name="flow.area_growth_from_synthesis" unit="%">111</metric>
    <metric name="fill_count" unit="">339</metric>
    <metric name="layout_top_cell_excl_fill_tap" unit="">sky130_fd_sc_hd__buf_4</metric>
    <metric name="flops" unit="">0</metric>
    <metric name="num-clock-buffers" unit="">0</metric>
    <metric name="most-common-layout-cells" unit="">sky130_fd_sc_hd__buf_4, sky130_fd_sc_hd__conb_1, sky130_fd_sc_hd__buf_2, sky130_fd_sc_hd__ha_4, sky130_fd_sc_hd__buf_6</metric>
    <metric name="fraction_of_layout_cells_with_a_size_suffix_above_1" unit="">0.724</metric>
    <metric name="regArea" unit="sq um">0</metric>
  </group>
  <group name="logic_synthesis">
    <metric name="mappedNetlistArea" unit="sq um">604</metric>
    <metric name="avgSynthCellArea" unit="sq um">7.75</metric>
    <metric name="synth_warn" unit="">1</metric>
    <metric name="synth.lib_cells_used.distinct" unit="">30</metric>
    <metric name="synth_cells" unit="">78</metric>
    <metric name="count_of_instantiated_cells_in_the_yosys_netlist" unit="">78</metric>
    <metric name="synth.yosys.chip_area" unit="sq um">604</metric>
    <metric name="seq_area_frac_synth" unit="">0</metric>
  </group>
  <group name="critical_path">
    <metric name="startpoint_type" unit="">input pin</metric>
    <metric name="worst-endpoint-required" unit="ps">1040</metric>
    <metric name="critical_path.max_fanout" unit="">4</metric>
    <metric name="critPathArrivalTime" unit="ps">1230</metric>
    <metric name="end_kind" unit="">primary output</metric>
    <metric name="crit_type" unit="">in2out</metric>
  </group>
  <group name="power">
    <metric name="totalPowerFinal" unit="mW">0.379</metric>
    <metric name="powerDensity" unit="mW/mm^2">297</metric>
    <metric name="pwr-share-clk" unit="">0</metric>
    <metric name="max-vdd-ir-drop" unit="V">0.000180</metric>
    <metric name="leakage" unit="nW">0.573</metric>
    <metric name="internal_power_component" unit="mW">0.219</metric>
    <metric name="p_switching" unit="mW">0.159</metric>
    <metric name="netSwitchingFraction" unit="">0.420</metric>
    <metric name="comb_power_share" unit="">1.000</metric>
    <metric name="seqPwrFrac" unit="">0</metric>
  </group>
  <group name="global_route">
    <metric name="grt_use_met3" unit="">0.0136</metric>
    <metric name="grt_pass1_vias" unit="">714</metric>
    <metric name="grt_pass1_wl" unit="microns">3450</metric>
    <metric name="gr-max-usage-layer" unit="">met2</metric>
    <metric name="global_route_met1_usage" unit="">0.0848</metric>
    <metric name="gr-usage-met2" unit="">0.101</metric>
    <metric name="grt-ovfl-total" unit="">0</metric>
    <metric name="maximum_number_of_pins_on_one_net_before_global_route_repair" unit="">10</metric>
    <metric name="grt.total_usage" unit="">0.0615</metric>
    <metric name="number_of_antenna_violations_at_the_first_check_in_global_routing" unit="">0</metric>
  </group>
  <group name="detailed_routing">
    <metric name="drtAntennaViolNets" unit="">0</metric>
    <metric name="detail_route.drc_violations" unit="">0</metric>
    <metric name="drt_pre_antenna_iters" unit="">4</metric>
    <metric name="drtIter0Drc" unit="">3</metric>
    <metric name="routed_via_density" unit="">3.91</metric>
    <metric name="diodes" unit="">0</metric>
    <metric name="routed_wire_length" unit="microns">2120</metric>
    <metric name="vias" unit="">660</metric>
    <metric name="average_routed_wire_per_standard_cell" unit="microns">12.6</metric>
  </group>
  <group name="place">
    <metric name="dpl.hpwl" unit="microns">1410</metric>
    <metric name="finalWeightedCongestion" unit="">0.832</metric>
    <metric name="port-buffer-count" unit="">22</metric>
    <metric name="pre_cts_ws" unit="ps">-1040</metric>
  </group>
  <group name="floorplanning">
    <metric name="floorplan.die.width" unit="microns">80</metric>
    <metric name="row_count" unit="">21</metric>
    <metric name="fp_util" unit="">0.177</metric>
    <metric name="io_pins" unit="">38</metric>
    <metric name="fp.dieH" unit="microns">80</metric>
    <metric name="design.die.area" unit="sq mm">0.00640</metric>
    <metric name="design.core.area" unit="sq mm">0.00342</metric>
  </group>
  <group name="min_path">
    <metric name="min_path_type" unit="">in2out</metric>
  </group>
  <group name="job">
    <metric name="max_cap_violations" unit="">0</metric>
    <metric name="total_tool_warning_count" unit="">46</metric>
  </group>
</metrics>
==> synthesized netlist by cell type (all sizes together) <==
library cell   n  area share
a32o           1       0.017
mux2i          3       0.050
buf           17        0.21
o21ai          5       0.041
mux4           1       0.043
a22o           2       0.029
nand3b         1       0.012
nand2b         1       0.010
conb           1      0.0062
nand2          6       0.037
o31ai          2       0.025
clkbuf         1      0.0062
a21oi          2       0.017
inv            5       0.031
mux2           3       0.056
or3b           1       0.014
o32ai          1       0.014
a211oi         1       0.012
nand3          2       0.017
ha            12        0.25
or2            1       0.010
nor2b          4       0.041
o21a           2       0.025
nor2           2       0.017
a31oi          1       0.010
==> logic make-up (layout without fill, tap and decap cells) <==
family / Yosys count / count (layout) / synth area share
AOI/OAI and AO/OA: 17 / 17 / 0.190
other: 1 / 14 / 0.00621
buffers and inverters: 23 / 55 / 0.246
adders and majority gates: 12 / 12 / 0.248
and+or+nand+nor: 18 / 18 / 0.159
muxes: 7 / 7 / 0.149
==> per-layer routing <==
layer,wire [microns],up-vias
met5,0,-
met2,952,28
met3,142,0
li1,-,333
met4,0,0
met1,1030,299
==> worst max-delay path, cell delays in order <==
cell                     delay (ps)
sky130_fd_sc_hd__buf_8          110
sky130_fd_sc_hd__buf_6          120
sky130_fd_sc_hd__ha_4           160
sky130_fd_sc_hd__mux4_2         450
sky130_fd_sc_hd__buf_2          130
==> area by class of cell <==
cell class / instances / area [sq um] / share of cell area
inverter: 5 / 48.8 / 0.0383
multi-input combinational: 68 / 749 / 0.588
tap: 46 / 57.6 / 0.0452
timing repair buffer: 50 / 418 / 0.328
==> stage by stage <==
step	TNS [ps]	util	instance area, sq um	hold slack, ps	std cells
floorplan	0	-	653	554	91
global placement	-12480	0.281	958	1610	162
detailed placement	-12530	0.281	958	1600	162
CTS	-974	0.345	1180	970	169
global route	-1320	0.373	1270	983	169
finish	-961	0.373	1270	952	169
==> repair_timing <==
item                                    4_1_cts  5_1_grt
endpoints found under the setup margin       14       13
hold buffers                                  0        0
pin swaps                                    16       11
resized                                     140       19
setup buffers                                 6        0
cloned                                        1        0
==> worst paths after layout <==
path | startpoint | endpoint | slack [ps] | cells past startpoint
worst max-delay path | SW[1] | HEX0[3] | -190 | 5
worst min-delay path | SW[7] | HEX1[6] | 950 | 4
==> power groups by stage <==
stage / Combinational (mW) / Sequential (mW) / Clock, mW
CTS: 0.336 / 0 / 0
global route: 0.413 / 0 / 0
finish: 0.379 / 0 / 0
Power figures rest on the tool's default switching activity, not on a simulated workload.
