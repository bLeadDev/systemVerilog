==> flow/design.v <==
module alu 
#(
    parameter W = 16          
)
(
    input       logic       [W-1 : 0]           x,
    input       logic       [W-1 : 0]           y, 
    input		logic			                zx,
    input       logic                           nx, 
    input       logic                           zy,
    input       logic                           ny,
    input       logic                           f,
    input       logic                           no,
    output      logic       [W-1 : 0]           out,
    output      logic                           zr,
    output      logic                           ng
);
logic                       [W-1:0]             x_stage[2];
logic                       [W-1:0]             y_stage[2];
logic                       [W-1:0]             out_stage[2];
always_comb begin 
    if(zx) 
        x_stage[0] = 0;
    else 
        x_stage[0] = x;
	if(nx) 
        x_stage[1] = ~x_stage[0];
    else 
        x_stage[1] = x_stage[0];
    if(zy) 
        y_stage[0] = 0;
    else 
        y_stage[0] = y;
	if(ny) 
        y_stage[1] = ~y_stage[0];
    else 
        y_stage[1] = y_stage[0];
    if(f) 
        out_stage[0] = x_stage[1] + y_stage[1];
    else 
        out_stage[0] = x_stage[1] & y_stage[1];
    if(no) 
        out_stage[1] = ~out_stage[0];
    else 
        out_stage[1] = out_stage[0];
    if(out_stage[1] == '0) 
        zr = 1'b1;
    else 
        zr = 1'b0;
    if(out_stage[1][W-1] == 1'b1)
        ng = 1'b1;
    else 
        ng = 1'b0;
    out = out_stage[1];
end 
endmodule
module cpu#(
    parameter DW = 16,                
    parameter AW = 15,                
    parameter PW = 15                 
)
(
    input       logic                           rst_n,  
    input       logic                           clk50m,
    input       logic                           en25m,
    input       logic       [DW-1 : 0]          instr,
    input       logic       [DW-1 : 0]          inM,
    output      logic                           writeM,
    output      logic       [DW-1 : 0]          outM,
    output      logic       [AW-1 : 0]          addressM,
    output      logic       [PW-1 : 0]          pc
);
logic                           instr_type;
logic       [DW-1 : 0]          instr_v;
logic                           cmd_a;
logic                           cmd_c1;
logic                           cmd_c2;
logic                           cmd_c3;
logic                           cmd_c4;
logic                           cmd_c5;
logic                           cmd_c6;
logic                           cmd_d1;
logic                           mload;   
logic                           dload;   
logic                           cmd_j1;
logic                           cmd_j2;
logic                           cmd_j3;
logic                           aload;
logic       [DW-1 : 0]          a;
logic       [DW-1 : 0]          ad;
logic       [DW-1 : 0]          d;
logic       [DW-1 : 0]          y;
logic       [DW-1 : 0]          alu_out;
logic                           alu_zr;
logic                           alu_ng;
logic                           pc_load;
logic                           pc_inc;
logic       [DW-1 : 0]          m;
alu #(.W(16)) alu_u1 (
    .x(d),
    .y(y),
    .zx(cmd_c1),
    .nx(cmd_c2), 
    .zy(cmd_c3),
    .ny(cmd_c4),
    .f(cmd_c5),
    .no(cmd_c6),
    .out(alu_out),
    .zr(alu_zr),
    .ng(alu_ng)
); 
dreg #(.W(16)) a_u1 (
    .rst_n(rst_n),
    .clk50m(clk50m),
    .en(en25m),
    .load(aload),
    .d(ad),
    .q(a)
);
dreg #(.W(16)) d_u1 (
    .rst_n(rst_n),
    .clk50m(clk50m),
    .en(en25m),
    .load(dload),
    .d(alu_out),
    .q(d)
);
pcount #(.W(15)) pcount_u1(
    .rst_n(rst_n),
    .clk50m(clk50m),
    .en(en25m),
    .load(pc_load),
    .inc(pc_inc),
    .cnt_in(a[PW-1:0]),
    .cnt(pc)
);
instr_demux instr_demux_u1(
    .instr(instr),
    .instr_type(instr_type),
    .instr_v(instr_v),
    .cmd_a(cmd_a),
    .cmd_c1(cmd_c1),
    .cmd_c2(cmd_c2),
    .cmd_c3(cmd_c3),
    .cmd_c4(cmd_c4),
    .cmd_c5(cmd_c5),
    .cmd_c6(cmd_c6),
    .cmd_d1(cmd_d1),
    .cmd_d2(dload),
    .cmd_d3(mload),
    .cmd_j1(cmd_j1),
    .cmd_j2(cmd_j2),
    .cmd_j3(cmd_j3)
);
jmp_ctrl jmp_ctrl_u1(
    .j1(cmd_j1),
    .j2(cmd_j2),
    .j3(cmd_j3),
    .neg(alu_ng),
    .zero(alu_zr),
    .pc_load(pc_load),
    .pc_inc(pc_inc)
);
assign m            = inM;
assign outM         = alu_out;
assign addressM     = a[AW-1 : 0]; 
assign writeM       = mload;
assign aload        = (instr_type   == 1'b1) ? cmd_d1   : 1'b1;
assign ad           = (instr_type   == 1'b1) ? alu_out  : instr_v;
assign y            = (cmd_a        == 1'b1) ? m        : a;
endmodule
module instr_demux
#(
    parameter DW = 16          
)
(
    input       logic       [DW-1 : 0]          instr,
    output      logic                           instr_type,
    output      logic       [DW-1 : 0]          instr_v,
    output      logic                           cmd_a,
    output      logic                           cmd_c1,
    output      logic                           cmd_c2,
    output      logic                           cmd_c3,
    output      logic                           cmd_c4,
    output      logic                           cmd_c5,
    output      logic                           cmd_c6,
    output      logic                           cmd_d1,
    output      logic                           cmd_d2,
    output      logic                           cmd_d3,
    output      logic                           cmd_j1,
    output      logic                           cmd_j2,
    output      logic                           cmd_j3
);
const bit A_INSTR = 1'b0;
const bit C_INSTR = 1'b1;
always_comb begin 
    instr_type              = instr[DW-1];
    instr_v [DW-1]          = 1'b0;
    instr_v [DW-2:0]        = instr[DW-2:0];
    if (instr_type == C_INSTR) begin
        cmd_j3              = instr[0];
        cmd_j2              = instr[1];
        cmd_j1              = instr[2];
        cmd_d3              = instr[3];
        cmd_d2              = instr[4];
        cmd_d1              = instr[5];
        cmd_c6              = instr[6];
        cmd_c5              = instr[7];
        cmd_c4              = instr[8];
        cmd_c3              = instr[9];
        cmd_c2              = instr[10];
        cmd_c1              = instr[11];
        cmd_a               = instr[12];
    end
    else begin
        cmd_j3              = 1'b0;
        cmd_j2              = 1'b0;
        cmd_j1              = 1'b0;
        cmd_d3              = 1'b0;
        cmd_d2              = 1'b0;
        cmd_d1              = 1'b0;
        cmd_c6              = 1'b0;
        cmd_c5              = 1'b0;
        cmd_c4              = 1'b0;
        cmd_c3              = 1'b0;
        cmd_c2              = 1'b0;
        cmd_c1              = 1'b0;
        cmd_a               = 1'b0;
    end
end 
endmodule
module jmp_ctrl(
    input   logic       j1,
    input   logic       j2,
    input   logic       j3,
    input   logic       neg,
    input   logic       zero,
    output  logic       pc_load,
    output  logic       pc_inc
);
    logic [2:0] jbus;
    assign jbus = {j1, j2, j3};  
    always_comb begin
        pc_load = 1'b0;
        pc_inc  = 1'b1;
        case (jbus)
            3'b000: begin  
            end
            3'b001: begin  
                if (~neg & ~zero) begin
                    pc_load = 1'b1;
                    pc_inc  = 1'b0;
                end
            end
            3'b010: begin  
                if (zero) begin
                    pc_load = 1'b1;
                    pc_inc  = 1'b0;
                end
            end
            3'b011: begin  
                if (~neg) begin
                    pc_load = 1'b1;
                    pc_inc  = 1'b0;
                end
            end
            3'b100: begin  
                if (neg) begin
                    pc_load = 1'b1;
                    pc_inc  = 1'b0;
                end
            end
            3'b101: begin  
                if(~zero) begin
                    pc_load = 1'b1;
                    pc_inc  = 1'b0;
                end
            end
            3'b110: begin  
                if(neg | zero) begin
                    pc_load = 1'b1;
                    pc_inc  = 1'b0;
                end
            end
            3'b111: begin  
                pc_load = 1'b1;
                pc_inc  = 1'b0;
            end
            default : begin
            end
        endcase
    end
endmodule
module dreg
#(
    parameter W = 16
)
(
    input       logic                           rst_n,
    input       logic                           clk50m,
    input       logic                           en,
    input       logic                           load,
    input       logic       [W-1 : 0]           d,
    output      logic       [W-1 : 0]           q
);
always_ff @(negedge rst_n or posedge clk50m) begin 
    if (~rst_n) begin
        q <= 'd0;
    end 
    else if (load & en) begin
        q <= d;
    end
end
endmodule
module pcount
#(
    parameter W = 15
)
(
    input       logic                           rst_n,
    input       logic                           clk50m,
    input       logic                           en,
    input       logic                           load,
    input       logic                           inc,
    input       logic       [W-1 : 0]           cnt_in,
    output      logic       [W-1 : 0]           cnt
);
always_ff @(negedge rst_n or posedge clk50m) begin 
    if (~rst_n) begin
        cnt <= 'd0;
    end 
    else if (load & en) begin
        cnt <= cnt_in;
    end
    else if (inc & en) begin
        cnt <= cnt + W'(8'd1);
    end
end
endmodule
==> flow/run.sh <==
#!/bin/bash
# OpenROAD 26Q1-2900-gdf79404cd8, Yosys 0.63+post, stock flow scripts
make -C /OpenROAD-flow-scripts/flow DESIGN_CONFIG=/design/flow/config.mk WORK_HOME=/design/flow/orfs finish
==> flow/config.mk <==
export PLATFORM = sky130hd
export DESIGN_NAME = cpu
export DESIGN_NICKNAME = cpu
export VERILOG_FILES = /design/flow/design.v
export SDC_FILE = /design/flow/constraint.sdc
export NUM_CORES = 4
export LEC_CHECK = 1
export CORE_UTILIZATION = 50
==> flow/constraint.sdc <==
current_design cpu

set clk_period 13.8
set clk_io_pct 0.2

create_clock -name clk0 -period $clk_period [get_ports {clk50m}]

set non_clock_inputs [all_inputs -no_clocks]
set_input_delay [expr $clk_period * $clk_io_pct] -clock clk0 $non_clock_inputs
set_output_delay [expr $clk_period * $clk_io_pct] -clock clk0 [all_outputs]
==> tab_implementation.tex <==
% Generated from flow reports
\begin{tabular}{lr}
\hline
Metric & Value \\
\hline
\multicolumn{2}{l}{\textbf{Run status}} \\
Status & finished clean \\
\multicolumn{2}{l}{\textbf{Critical path}} \\
Crit path top cell by count & sky130\_fd\_sc\_hd\_\_clkdlybuf4s50\_1 \\
Series of cell instances along the critical path & clkdlybuf4s50\_1, nor2b\_1, and2\_0, a221oi\_1, o22a\_1, ha\_1, nand2\_1, or3\_1, a221o\_1, and3\_1, o31ai\_4, xnor2\_1, inv\_2, clkdlybuf4s50\_1 \\
Crit path arrival time & 7.51 ns \\
Type of the setup path with the least slack & input pin to primary output \\
Crit path buffers/inverters & 3 \\
Maximum fanout encountered on the critical timing path & 23 \\
Required time reported for the critical path endpoint & 11.04 ns \\
Nature of the critical path endpoint & primary output \\
Element type at the critical path start & input pin \\
Delay of the slowest cell on the worst path & 0.91 ns \\
Cell class contributing the biggest share of worst-path delay & simple AND/OR/NAND/NOR gates \\
Library cell contributing the largest single delay on the critical path & sky130\_fd\_sc\_hd\_\_clkdlybuf4s50\_1 \\
\multicolumn{2}{l}{\textbf{Synthesis}} \\
Share of synthesized area occupied by flip-flops and latches & 25.79\% \\
Async set-or-reset flop fraction in the synthesized netlist & 100.0\% \\
Synth top area share & 25.79\% \\
Instance count of the mapped netlist & 561 \\
Top post-synthesis cells by area & sky130\_fd\_sc\_hd\_\_dfrtp\_1 (26\%), sky130\_fd\_sc\_hd\_\_nand2\_1 (6.7\%), sky130\_fd\_sc\_hd\_\_o21ai\_0 (4.7\%) \\
Synth area leader & sky130\_fd\_sc\_hd\_\_dfrtp\_1 \\
Post-Syn Area per Cell & 8.129 um\^{}2 \\
Yosys stat area & 4561 um\^{}2 \\
EDFF count, synth & 0 \\
Warnings from Yosys & 8 \\
Cell Area, Synth & 4561 um\^{}2 \\
Dominant synthesized flop cell & sky130\_fd\_sc\_hd\_\_dfrtp\_1 \\
Distinct cell type count after synthesis & 66 \\
Synthesis-stage register bit count & 47 \\
Yosys stat cell total & 561 \\
\multicolumn{2}{l}{\textbf{STA}} \\
Timing-limited maximum frequency & 97.36 MHz \\
Final Hold Fails & 0 \\
Minimum setup slack in the final design & 3.529 ns \\
Unrepaired setup endpoints after global routing & false \\
Clock Skew & 0.004447 ns \\
Final setup vio count & 0 \\
Final-layout worst hold slack & 0.4925 ns \\
Sum of negative setup slack & 0 ns \\
Max-slew headroom at the worst pin & 36.85\% \\
Final slew viol count & 0 \\
Portion of the clock cycle consumed by the worst path in the final layout & 74.43\% \\
Post-route minimum period & 10.27 ns \\
Slew at the pin closest to its max-slew limit & 0.9453 ns \\
\multicolumn{2}{l}{\textbf{Place}} \\
Post-Place Cells & 709 \\
DP Worst Slack & 3.613 ns \\
Total half-perimeter wirelength after legalization and detailed placement & 9.567 mm \\
Final Wtd Congestion & 0.9593 \\
Port Buffer Count & 81 \\
\multicolumn{2}{l}{\textbf{Global routing}} \\
First-pass GRT wire length & 21.43 mm \\
Total global-route track usage & 28.67\% \\
GRT overflow & 0 \\
Via count of the first global-routing pass & 4016 \\
Pin count of the biggest net entering global routing & 48 \\
Initial antenna violation count & 0 \\
\multicolumn{2}{l}{\textbf{Flow run}} \\
Number of warnings in the stage logs & 26 \\
Max-Cap Viols & 0 \\
\multicolumn{2}{l}{\textbf{Die}} \\
Vertical die size & 97.51 um \\
Starting utilization of the core area & 52.04\% \\
Core outline area & 8763 um\^{}2 \\
Chip footprint & 9507 um\^{}2 \\
Boundary pin count & 82 \\
Row count & 34 \\
Floorplan die width & 97.51 um \\
\multicolumn{2}{l}{\textbf{Routing}} \\
First DRT Iteration DRCs & 216 \\
Post-route ant nets & 0 \\
DRC & 0 \\
Avg WL per Cell & 18.37 um \\
Detailed-route via count & 4416 \\
Per-cell via count in the routed design & 6.159 \\
Total iterations of the first detailed-routing run & 5 \\
WL final & 13.17 mm \\
Number of antenna cells inserted & 0 \\
\multicolumn{2}{l}{\textbf{Layout}} \\
Leading cell type in the layout, fill and taps excluded & sky130\_fd\_sc\_hd\_\_nand2\_1 \\
Area growth from synthesis to layout & 19.23\% \\
Layout cells sized above 1 & 6.897\% \\
Commonest cells after routing, fill and taps aside & sky130\_fd\_sc\_hd\_\_nand2\_1 (82), sky130\_fd\_sc\_hd\_\_clkdlybuf4s50\_1 (80), sky130\_fd\_sc\_hd\_\_dfrtp\_1 (47) \\
Non-Filler Instances & 717 \\
Final Core Density & 62.05\% \\
\# fillers & 760 \\
\multicolumn{2}{l}{\textbf{Clock network}} \\
Clock net sink count & 47 \\
CTS H-Tree Depth & 2 \\
Later-pin clock latency in the skew report & 0.30 ns \\
Buffer depth of the longest clock path & 2 \\
Number of gates resized after CTS & 0 \\
Root buf cell & sky130\_fd\_sc\_hd\_\_clkbuf\_8 \\
Clk pin slew, worst setup/hold paths & 0.10 ns \\
Number of hold buffers added after cts & 0 \\
Clock buffers created by TritonCTS & 5 \\
Postcts setup bufs & 0 \\
CTS tree & built \\
\multicolumn{2}{l}{\textbf{Power}} \\
Leak & 2.222 nW \\
Power Dens Cells & 172.3 nW/um\^{}2 \\
Worst-case vdd ir drop & 0.1035 mV \\
\multicolumn{2}{l}{\textbf{Hold path}} \\
Type of the most critical hold path & register to register \\
\hline
\end{tabular}
## layer usage
metal  routed length [um]  vias up  global-route usage (%)
met5                    0        -                       0
met4                  172        0                   3.281
met3                  964       14                   3.880
met2                 5936      175                   44.16
met1                 6097     2069                   45.44
li1                     -     2158                       -
## state kept, by name (all words and copies together), names as in the netlist
name	cells
d_u1.q	16
a_u1.q	16
pcount_u1.cnt	15
## final timing paths
| check | startpoint | to | slack (ns) | depth (start not counted) |
|---|---|---|---|---|
| min in group asynchronous | rst_n | pcount_u1.cnt[2]$_DFFE_PN0P_ | 2.56 | 2 |
| max in group asynchronous | rst_n | d_u1.q[11]$_DFFE_PN0P_ | 10.81 | 2 |
| hold reg to reg | d_u1.q[5]$_DFFE_PN0P_ | d_u1.q[5]$_DFFE_PN0P_ | 0.49 | 2 |
| setup / recovery | instr[8] | outM[15] | 3.53 | 14 |
| setup reg to reg | a_u1.q[0]$_DFFE_PN0P_ | pcount_u1.cnt[1]$_DFFE_PN0P_ | 8.75 | 16 |
| hold / removal | d_u1.q[5]$_DFFE_PN0P_ | d_u1.q[5]$_DFFE_PN0P_ | 0.49 | 2 |
## per-stage QoR
stage	total power [W]	area [um^2]
after floorplan	0.0006096	4561
after global placement	0.0008043	5305
after detailed placement	0.0008070	5305
after CTS	0.0009349	5438
after global routing	0.001013	5438
final	0.0009371	5438
## kinds of logic after synthesis
group,share of synthesized area (%)
AND/OR/NAND/NOR,19.73
AND-OR/OR-AND,27.87
buffers and inverters,7.270
flip-flops,25.79
XOR/XNOR,6.914
multiplexers,7.325
adder cells (fa/ha/maj),5.103
## final cells by class
type / count / area (um^2) / area share, %
Multi-Input combinational cell: 447 / 3053 / 56.14
Inverter: 16 / 60.06 / 1.104
Clock inverter: 2 / 60.06 / 1.104
Tap cell: 108 / 135.1 / 2.485
Timing Repair Buffer: 91 / 880.8 / 16.20
Sequential cell: 47 / 1176 / 21.63
Clock buffer: 6 / 72.57 / 1.335
## worst register-to-register path, delay by kind of cell (launching register included)
| kind | cells | cell delay [ns] |
|---|---|---|
| DFF | 1 | 0.46 |
| buffers and inverters | 1 | 0.08 |
| and+or+nand+nor | 5 | 1.23 |
| adders and majority gates | 2 | 0.65 |
| AOI/OAI and AO/OA | 8 | 2.53 |
## synth_stat cells, drive strengths merged (3+ instances only)
cell type / number
o21a: 5
a21oi: 32
inv: 15
nand2b: 10
o21ai: 50
and3: 11
ha: 17
nand3b: 9
a211o: 7
o311ai: 3
o2bb2ai: 6
mux2: 16
nand2: 82
nor2: 22
and2: 5
a211oi: 7
a21o: 5
o22a: 14
o22ai: 6
a221o: 8
xor2: 17
clkbuf: 23
o31ai: 4
a221oi: 16
mux2i: 15
buf: 28
and4: 3
nor3: 5
or3: 6
nand3: 8
o211ai: 3
nor4: 6
nor2b: 5
xnor2: 19
dfrtp: 47
## where the power goes
group / internal [W] / switching, W
Sequential: 0.000190 / 0.0000541
Clock: 0.0000725 / 0.0000513
Combinational: 0.000293 / 0.000276
Total: 0.000556 / 0.000381
Power figures rest on the tool's default switching activity, not on a simulated workload.
