==> flow/design.v <==
module prescaler(
    input       logic           rst_n,
    input       logic           clk,
    input       logic  [2:0]    speed,
    output      logic           clk_en            
);
logic [25:0]            cnt;
logic [25:0]            preload_value;
localparam clock_speed = 50_000_000;
always_comb begin : pre_load_mux
    case (speed)
        3'b000: preload_value = 0;     
        3'b001: preload_value = clock_speed / 50 - 1;     
        3'b010: preload_value = clock_speed / 20 - 1;     
        3'b011: preload_value = clock_speed / 10 - 1;     
        3'b100: preload_value = clock_speed / 5 - 1;     
        3'b101: preload_value = clock_speed / 2 - 1;     
        3'b110: preload_value = clock_speed - 1;         
        default:  preload_value = clock_speed - 1;   
    endcase
end
always_ff @( negedge rst_n or posedge clk ) begin : prescaler_cnt
    if (~rst_n)begin
        cnt         <= '0;
        clk_en      <= 1'b0;
    end
    else if (cnt == '0) begin
        cnt         <= preload_value;
        clk_en      <= 1'b1;
    end
    else begin
        cnt         <= cnt - 1'b1;
        clk_en      <= 1'b0;        
    end
end
endmodule
==> flow/run.sh <==
#!/bin/bash
# OpenROAD 26Q1-2900-gdf79404cd8, Yosys 0.63+post, stock flow scripts
make -C /OpenROAD-flow-scripts/flow DESIGN_CONFIG=/design/flow/config.mk WORK_HOME=/design/flow/orfs finish
==> flow/config.mk <==
export PLATFORM = sky130hd
export DESIGN_NAME = prescaler
export DESIGN_NICKNAME = prescaler
export VERILOG_FILES = /design/flow/design.v
export SDC_FILE = /design/flow/constraint.sdc
export NUM_CORES = 4
export LEC_CHECK = 1
export CORE_AREA = 10 10 109 109
export DIE_AREA = 0 0 119 119
==> flow/constraint.sdc <==
current_design prescaler

set clk_period 8.4
set clk_io_pct 0.2

create_clock -name clk0 -period $clk_period [get_ports {clk}]

set non_clock_inputs [all_inputs -no_clocks]
set_input_delay [expr $clk_period * $clk_io_pct] -clock clk0 $non_clock_inputs
set_output_delay [expr $clk_period * $clk_io_pct] -clock clk0 [all_outputs]
==> metrics.cfg <==
[outcome]
status=finished, final reports clean

[clocking]
tritoncts=yes
path_clk_slew_ps=100
root_buffer=clkbuf_8
postCtsHoldBufs=0
cts_resized=0
cts.sinks=27
clk_latency_ps=280
cts_inserted_buffers=3
clock_path_buffers=2
ctsHtreeMaxLevel=1
post-cts-setup-buffers=0

[power]
seqPwrFrac_pct=58.5
irDropWorstVdd_v=0.000101
pwr-share-clk_pct=24.4
p_leak_nw=0.568
power_density_nw_per_um2=170
internal_power_w=0.000211
p_sw_w=0.000101
power.share.switching_pct=32.4
power.total_w=0.000312
comb_power_share_pct=17.1

[die]
core_util_floorplan_pct=16.6
die_w_um=119
fp.coreArea_um2=9640
io_pins=6
row_count=36
die-area_um2=14200
die_h_um=119

[cells_and_area]
final_cell_mix=dfrtp_1 (27), nor2_1 (13), nand2_1 (11), xor2_1 (10), a21oi_1 (9)
drive_gt1_share_pct=9.41
lay_top_count=dfrtp_1
syn2layout_area_growth_pct=15.0
fillers=1082
fin_area_um2=1840

[logic_synthesis]
ys_seq_share_pct=42.3
async_flop_share_pct=100
numSynthFlops=27
synthCells=168
ys.flop_type=dfrtp_1
synth.yosys.num_cells=168
ys_types=41
ys_warn_count=1
edf_count=0
synth.avg_cell_area_um2=9.52
yosys_area_um2=1600
syn_area_um2=1600

[final_timing]
finalSetupTns_ps=0
setup_viol=0
rsz0062_at_grt=no
timing.fmax_ghz=0.332
maxSlewHeadroom_pct=53.6
min_period_ps=3010
fin_ws_ps=5390
period_used_pct=35.8
worst_pin_slew_ps=690
drv_slew=0
finalHoldViolCount=0
fin_skew_ps=9.26

[detailed_routing]
viasPerCell=4.23
drc=0
ant_nets=0
avgRoutedWirePerCell_um=11.5
wirelength_mm=3.49
drtIter0Drc=116
first_pass_iters=4
vias=1283
antennaDiodeCount=0

[grt]
grt_antenna_before_repair=0
grt_pass1_vias=1159
grt_pass1_wl_mm=5.95
grt_max_degree=28
track_usage_pct=4.89
grt-ovfl-total=0

[placement]
placed_area_um2=1790
gp_congestion=0.879
hpwl_mm=2.53
port_buffers=5
pre_cts_ws_ps=5120

[critical_path]
ff2ff_path_depth=4
crit_fanout=11
crit_path_end_kind=flip-flop
crit_end=cnt[6]
critPathRequiredTime_ps=8550
rrSetupSlack_ps=6070
critPathArrivalTime_ps=3160
rr_startpoint=cnt[4]
r2r-end=cnt[15]
critPathLaunchType=input pin
critPathKind=in2reg
critPathLaunch=speed[1]

[flow_run]
warnings=25
cap_violations=0

[hold_path]
min_path_type=reg2reg

## flip-flops by register name, indices dropped and copies added, names as in the netlist
signal	flops
cnt	26
clk_en	1
## final cells by class
class	count	area, um2	area share (%)
well taps	133	166	9.05
inverters	6	22.5	1.22
clock inverters	1	7.51	0.408
repair buffers	6	57.6	3.13
flip-flops and latches	27	676	36.7
clock buffers	3	41.3	2.24
multi-input cells	127	868	47.2
## routing by layer
layer	wire length (um)	global-route usage [%]
met1	1820	7.77
met5	0	0
met4	46	0.611
met2	1470	6.85
met3	152	0.911
## metrics by stage
stage | instances | utilization (%) | hold slack (ps)
after floorplan | 168 | - | 438
after global placement | 299 | 18.6 | 481
after detailed placement | 299 | 18.6 | 472
after CTS | 303 | 19.1 | 494
after global routing | 303 | 19.1 | 520
final | 303 | 19.1 | 493
## critical path, stage by stage
cell and delay (ps):
clkdlybuf4s50_1 620, inv_1 190, nand2_1 80, a211oi_1 500
nor2_1 100
## worst min-delay path by stage
stage	from	slack [ps]	to	cells past startpoint
final	cnt[24]	490	clk_en	1
after global routing	cnt[24]	520	clk_en	1
after CTS	cnt[24]	490	clk_en	1
## kinds of logic after synthesis
kind of cell | count (synthesis) | synth area share (%)
flops | 27 | 42.3
compound gates | 37 | 14.9
mux | 4 | 2.58
simple gates | 72 | 28.9
xor+xnor | 13 | 7.12
buf+inv | 14 | 3.44
fa+ha+maj | 1 | 0.782
## cell usage after synthesis, types with 2 or more instances
cell type	n	area, um2
dfrtp_1	27	676
nor2_1	13	48.8
nand2_1	11	41.3
xor2_1	10	87.6
a21oi_1	9	45.0
a31oi_1	8	50.1
nor4_1	7	43.8
clkbuf_1	6	22.5
inv_1	6	22.5
o31ai_1	6	45.0
or3_1	6	37.5
nor3_1	5	25.0
o21ai_0	5	25.0
mux2i_1	3	30.0
nand2b_1	3	18.8
nand3b_1	3	22.5
nand4_1	3	18.8
o41ai_1	3	26.3
or2_2	3	18.8
or4_1	3	22.5
xnor2_1	3	26.3
a211oi_1	2	15.0
buf_2	2	10.0
nand3_1	2	10.0
nand4b_1	2	17.5
nor4_4	2	42.5
## power by group through the flow
stage / registers [W] / clock network (W) / logic (W)
after CTS: 0.000182 / 0.0000793 / 0.0000538
final: 0.000183 / 0.0000761 / 0.0000534
after global routing: 0.000185 / 0.0000848 / 0.0000612
Power figures rest on the tool's default switching activity, not on a simulated workload.
